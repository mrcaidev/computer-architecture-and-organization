==> flow/design.v <==
`timescale 1ns / 1ps
module ADDSUB_32 (X, Y, Sub, S, Cout);
    input [31:0] X, Y;
    input Sub;
    output [31:0] S;
    output Cout;
    CLA_32 cla (X, Y^{32{Sub}}, Sub, S, Cout);
endmodule
`timescale 1ns / 1ps
module ALU (X, Y, Aluc, R, Z);
    input [31:0] X, Y;
    input [1:0] Aluc;
    output [31:0] R;
    output Z;
    wire [31:0] d_as, d_or, d_and, d_and_or;
    ADDSUB_32 as32 (X, Y, Aluc[0], d_as);
    assign d_and = X&Y;
    assign d_or = X|Y;
    MUX2X32 select1 (d_and, d_or, Aluc[0], d_and_or);
    MUX2X32 select2 (d_as, d_and_or, Aluc[1], R);
    assign Z = ~|R;
endmodule
`timescale 1ns / 1ps
module B_ADDR (pc_add_4, immediate, B_Addr);
    input [31:0] immediate;
    input [31:0] pc_add_4;
    output [31:0] B_Addr;
    wire Cout;
    wire [31:0] immediate_left_2;
    SHIFTER_32_L2 shift_addr_left_2(immediate, immediate_left_2);
    CLA_32 cla_32(pc_add_4, immediate_left_2, 1'b0, B_Addr, Cout);
endmodule
`timescale 1ns / 1ps
module CLA_32 (X, Y, Cin, S, Cout);
    input [31:0] X, Y;
    input Cin;
    output [31:0] S;
    output Cout;
    wire [6:0] temp_Cout;
    CLA_4 add0 (X[3:0], Y[3:0], Cin, S[3:0], temp_Cout[0]);
    CLA_4 add1 (X[7:4], Y[7:4], temp_Cout[0], S[7:4], temp_Cout[1]);
    CLA_4 add2 (X[11:8], Y[11:8], temp_Cout[1], S[11:8], temp_Cout[2]);
    CLA_4 add3 (X[15:12], Y[15:12], temp_Cout[2], S[15:12], temp_Cout[3]);
    CLA_4 add4 (X[19:16], Y[19:16], temp_Cout[3], S[19:16], temp_Cout[4]);
    CLA_4 add5 (X[23:20], Y[23:20], temp_Cout[4], S[23:20], temp_Cout[5]);
    CLA_4 add6 (X[27:24], Y[27:24], temp_Cout[5], S[27:24], temp_Cout[6]);
    CLA_4 add7 (X[31:28], Y[31:28], temp_Cout[6], S[31:28], Cout);
endmodule
`timescale 1ns / 1ps
module CLA_4 (X, Y, Cin, S, Cout);
    input [3:0] X, Y;
    input Cin;
    output [3:0] S;
    output Cout;
    wire [3:0] G = X&Y, P = X|Y;
    wire [2:0] temp_Cout;
    assign Cout = G[3] | (P[3]&G[2]) | (P[3]&P[2]&G[1]) | (P[3]&P[2]&P[1]&G[0]) | (P[3]&P[2]&P[1]&P[0]&Cin);
    assign temp_Cout[2] = G[2] | (P[2]&G[1]) | (P[2]&P[1]&G[0]) | (P[2]&P[1]&P[0]&Cin);
    assign temp_Cout[1] = G[1] | (P[1]&G[0]) | (P[1]&P[0]&Cin);
    assign temp_Cout[0] = G[0] | (P[0]&Cin);
    assign S[3] = X[3]^Y[3]^temp_Cout[2];
    assign S[2] = X[2]^Y[2]^temp_Cout[1];
    assign S[1] = X[1]^Y[1]^temp_Cout[0];
    assign S[0] = X[0]^Y[0]^Cin;
endmodule
`timescale 1ns / 1ps
module CONUNIT(Op, Func, Z, Regrt, Se, Wreg, Aluqb, Aluc, Wmem, Pcsrc, Reg2reg);
    input [5:0] Op, Func;
    input Z;
    output Regrt, Se, Wreg, Aluqb, Wmem, Reg2reg;
    output [1:0] Pcsrc, Aluc;
    wire R_type = ~|Op;
    wire   I_add    = R_type & Func[5] & ~Func[4] & ~Func[3] & ~Func[2] & ~Func[1] & ~Func[0];
    wire   I_sub    = R_type & Func[5] & ~Func[4] & ~Func[3] & ~Func[2] &  Func[1] & ~Func[0];
    wire   I_and    = R_type & Func[5] & ~Func[4] & ~Func[3] & Func[2]  & ~Func[1] & ~Func[0];
    wire   I_or     = R_type & Func[5] & ~Func[4] & ~Func[3] & Func[2]  & ~Func[1] &  Func[0];
    wire   I_addi   = ~Op[5] & ~Op[4] &  Op[3] & ~Op[2] & ~Op[1] & ~Op[0];
    wire   I_andi   = ~Op[5] & ~Op[4] &  Op[3] &  Op[2] & ~Op[1] & ~Op[0];
    wire   I_ori    = ~Op[5] & ~Op[4] &  Op[3] &  Op[2] & ~Op[1] &  Op[0];
    wire   I_lw     =  Op[5] & ~Op[4] & ~Op[3] & ~Op[2] &  Op[1] &  Op[0];
    wire   I_sw     =  Op[5] & ~Op[4] &  Op[3] & ~Op[2] &  Op[1] &  Op[0];
    wire   I_beq    = ~Op[5] & ~Op[4] & ~Op[3] &  Op[2] & ~Op[1] & ~Op[0];
    wire   I_bne    = ~Op[5] & ~Op[4] & ~Op[3] &  Op[2] & ~Op[1] &  Op[0];
    wire   I_j      = ~Op[5] & ~Op[4] & ~Op[3] & ~Op[2] &  Op[1] & ~Op[0];
    assign Regrt    = I_addi  | I_andi   | I_ori  | I_lw  | I_sw   | I_beq  | I_bne | I_j  ;
    assign Se       = I_addi  | I_sw     | I_lw   | I_beq | I_bne  ;
    assign Wreg     = I_add   | I_sub    | I_and  | I_or  | I_addi | I_andi | I_ori | I_lw ;
    assign Aluqb    = I_add   | I_sub    | I_and  | I_or  | I_beq  | I_bne  | I_j   ;
    assign Aluc[1]  = I_and   | I_or     | I_andi | I_ori;
    assign Aluc[0]  = I_sub   | I_or     | I_ori  | I_beq | I_bne  ;
    assign Wmem     = I_sw;
    assign Pcsrc[1] = I_beq&Z | I_bne&~Z | I_j    ;
    assign Pcsrc[0] = I_j;
    assign Reg2reg  = I_add   | I_sub    | I_and  | I_or  | I_addi | I_andi | I_ori | I_sw | I_beq | I_bne | I_j;
endmodule
`timescale 1ns / 1ps
module CPU (Clk, Clrn, pc, Inst, Qa, Qb, R, nextpc, D);
    input Clk, Clrn;
    output [31:0] Inst, nextpc, R, Qb, Qa, pc, D;
    wire [31:0] pc_add_4, immediate, Y, Dout, B_Addr, J_Addr;
    wire Z, Regrt, Se, Wreg, Aluqb, Reg2reg, Wmem;
    wire [1:0] Aluc, Pcsrc;
    wire [4:0] Wr;
    PC program_counter(Clk, Clrn, nextpc, pc);
    PC_INC pc_increment(pc, pc_add_4);
    INSTMEM fetch_instruction(pc, Inst);
    CONUNIT control_unit(Inst[31:26], Inst[5:0], Z, Regrt, Se, Wreg, Aluqb, Aluc, Wmem, Pcsrc, Reg2reg);
    MUX2X5 select_rt_rd(Inst[15:11], Inst[20:16], Regrt, Wr);
    EXT16T32 extend_immediate(Inst[15:0], Se, immediate);
    REGFILE register_file(Inst[25:21], Inst[20:16], D, Wr, Wreg, Clk, Clrn, Qa, Qb);
    MUX2X32 select_Qb_immediate(immediate, Qb, Aluqb, Y);
    ALU alu(Qa, Y, Aluc, R, Z);
    DATAMEM store_data(R, Qb, Clk, Wmem, Dout);
    MUX2X32 select_R_Dout(Dout, R, Reg2reg, D);
    B_ADDR get_B_addr(pc_add_4, immediate, B_Addr);
    J_ADDR get_J_addr(pc_add_4, Inst[25:0], J_Addr);
    MUX4X32 PC_which(pc_add_4, 1'b0, B_Addr, J_Addr, Pcsrc, nextpc);
endmodule
`timescale 1ns / 1ps
module DATAMEM(Addr, Din, Clk, We, Dout);
    input [31:0] Addr,Din;
    input Clk, We;
    output [31:0]Dout;
    reg [31:0] Ram[0:31];
    assign Dout = Ram[Addr[6:2]];
    always @ (posedge Clk) begin
        if (We)
            Ram[Addr[6:2]] <= Din;
    end
    integer i;
    initial begin
        for (i = 0; i < 32; i = i + 1)
            Ram[i] = 0;
    end
endmodule
`timescale 1ns / 1ps
module EXT16T32 (X, Se, Y);
    input [15:0] X;
    input Se;
    output [31:0] Y;
    MUX2X32 select({16'b0, X}, {{16{X[15]}}, X}, Se, Y);
endmodule
`timescale 1ns / 1ps
module INSTMEM (Addr, Inst);
    input [31:0] Addr;
    output [31:0] Inst;
    wire [31:0] Rom [0:255];
	assign Rom[8'h00] = 32'h20010054;  
	assign Rom[8'h01] = 32'h20020033;  
    assign Rom[8'h02] = 32'h00221820;  
	assign Rom[8'h03] = 32'h00222022;  
 	assign Rom[8'h04] = 32'h00222824;  
    assign Rom[8'h05] = 32'h00223025;  
	assign Rom[8'h06] = 32'h20280026;  
	assign Rom[8'h07] = 32'h30290026;  
	assign Rom[8'h08] = 32'h342a0026;  
	assign Rom[8'h09] = 32'h8c0c0004;  
	assign Rom[8'h0A] = 32'hac0c0008;  
	assign Rom[8'h0B] = 32'h10220014;  
	assign Rom[8'h0C] = 32'h14220004;  
	assign Rom[8'h0D] = 32'h3c0effff;  
	assign Rom[8'h0E] = 32'h3c0effff;  
	assign Rom[8'h0F] = 32'h3c0effff;  
	assign Rom[8'h10] = 32'h3c0effff;  
	assign Rom[8'h11] = 32'h08000000;  
	assign Rom[8'h12] = 32'h20280026;  
	assign Rom[8'h13] = 32'h20280026;  
	assign Rom[8'h14] = 32'h20280026;  
    assign Inst = Rom[Addr[9:2]];
endmodule
`timescale 1ns / 1ps
module J_ADDR (pc_add_4, Addr, J_Addr);
    input [31:0] pc_add_4;
    input [25:0] Addr;
    output [31:0] J_Addr;
    assign J_Addr = {pc_add_4[31:28], Addr, 2'b00};
endmodule
`timescale 1ns / 1ps
module MUX2X32 (A0, A1, S, Y);
    input [31:0] A0,A1;
    input S;
    output [31:0] Y;
    function [31:0] select;
        input [31:0] A0,A1;
        input S;
        case(S)
            1'b0: select = A0;
            1'b1: select = A1;
        endcase
    endfunction
    assign Y = select(A0, A1, S);
endmodule
`timescale 1ns / 1ps
module MUX2X5 (A0, A1, S, Y);
    input [4:0] A0, A1;
    input S;
    output [4:0] Y;
    function [4:0] select;
        input [4:0] A0, A1;
        input S;
        case(S)
            1'b0: select = A0;
            1'b1: select = A1;
        endcase
    endfunction
    assign Y = select(A0, A1, S);
endmodule
`timescale 1ns / 1ps
module MUX4X32 (A0, A1, A2, A3, S, Y);
    input [31:0] A0, A1, A2, A3;
    input [1:0] S;
    output [31:0] Y;
    function [31:0] select;
        input [31:0] A0, A1, A2, A3;
        input [1:0] S;
        case(S)
            2'b00: select = A0;
            2'b01: select = A1;
            2'b10: select = A2;
            2'b11: select = A3;
        endcase
    endfunction
    assign Y = select(A0, A1, A2, A3, S);
endmodule
`timescale 1ns / 1ps
module PC (Clk, Clrn, nextpc, pc);
    input Clk, Clrn;
    input  [31:0] nextpc;
    output reg [31:0] pc;
    always @ (posedge Clk or negedge Clrn) begin
        if (Clrn == 0)
            pc <= 0;
        else
            pc <= nextpc;
    end
endmodule
`timescale 1ns / 1ps
module PC_INC(pc, pc_inc);
    input [31:0] pc;
    output [31:0] pc_inc;
    CLA_32 cla32(pc, 4, 0, pc_inc, Cout);
endmodule
`timescale 1ns / 1ps
module REGFILE(Ra, Rb, D, Wr, We, Clk, Clrn, Qa, Qb);
    input [4:0] Ra,Rb;
    input [31:0] D;
    input [4:0] Wr;
    input We, Clk, Clrn;
    output [31:0] Qa, Qb;
    reg [31:0] R[1:31];
    assign Qa = (Ra == 0) ? 0 : R[Ra];
    assign Qb = (Rb == 0) ? 0 : R[Rb];
    integer i;
    always @ (posedge Clk) begin
        if (Clrn == 0)
            for (i = 0; i < 32; i = i + 1)
                R[i] <= 0;
        else if (We == 1 && Wr != 0)
            R[Wr] <= D;
    end
endmodule
`timescale 1ns / 1ps
module SHIFTER_32 (X, Sa, Arith, Right, Sh);
    input [31:0] X;
    input [4:0] Sa;
    input Arith, Right;
    output [31:0] Sh;
    wire [31:0] T4, S4, T3, S3, T2, S2, T1, S1, T0;
    wire a = X[31]&Arith;
    wire [15:0] e = {16{a}};
    wire [31:0] L1u, L1d, L2u, L2d, L3u, L3d, L4u, L4d, L5u, L5d;
    assign L1u = {X[15:0], 16'b0000000000000000};
    assign L1d = {e, X[31:16]};
    MUX2X32 M1l (L1u, L1d, Right, T4);
    MUX2X32 M1r (X, T4, Sa[4], S4);
    assign L2u = {S4[23:0], 8'b00000000};
    assign L2d = {e[7:0], S4[31:8]};
    MUX2X32 M2l (L2u, L2d, Right, T3);
    MUX2X32 M2r (S4, T3, Sa[3], S3);
    assign L3u = {S3[27:0], 4'b0000};
    assign L3d = {e[3:0], S3[31:4]};
    MUX2X32 M3l (L3u, L3d, Right, T2);
    MUX2X32 M3r (S3, T2, Sa[2], S2);
    assign L4u = {S2[29:0], 2'b00};
    assign L4d = {e[1:0], S2[31:2]};
    MUX2X32 M4l (L4u, L4d, Right, T1);
    MUX2X32 M4r (S2, T1, Sa[1], S1);
    assign L5u = {S1[30:0], 1'b0};
    assign L5d = {e[0], S1[31:1]};
    MUX2X32 M5l (L5u, L5d, Right, T0);
    MUX2X32 M5r (S1, T0, Sa[0], Sh);
endmodule
`timescale 1ns / 1ps
module SHIFTER_32_L2(X, Sh);
    input [31:0] X;
    output [31:0] Sh;
    SHIFTER_32 shifter (X, 5'b00010, 1'b0, 1'b0, Sh);
endmodule
==> flow/run.sh <==
#!/bin/bash
# OpenROAD 26Q1-2900-gdf79404cd8, Yosys 0.63+post, stock flow scripts
make -C /OpenROAD-flow-scripts/flow DESIGN_CONFIG=/design/flow/config.mk WORK_HOME=/design/flow/orfs finish
==> flow/config.mk <==
export PLATFORM = sky130hd
export DESIGN_NAME = CPU
export DESIGN_NICKNAME = CPU
export VERILOG_FILES = /design/flow/design.v
export SDC_FILE = /design/flow/constraint.sdc
export NUM_CORES = 4
export LEC_CHECK = 1
export CORE_UTILIZATION = 50
==> flow/constraint.sdc <==
current_design CPU

set clk_period 62.5
set clk_io_pct 0.2

create_clock -name clk0 -period $clk_period [get_ports {Clk}]

set non_clock_inputs [all_inputs -no_clocks]
set_input_delay [expr $clk_period * $clk_io_pct] -clock clk0 $non_clock_inputs
set_output_delay [expr $clk_period * $clk_io_pct] -clock clk0 [all_outputs]
==> flow_summary.ini <==
; yosys + openroad results
[floorplanning]
placement_rows = 128
die_width_um = 354
core_area_sq_um = 123000
die_area_sq_um = 126000
io_pins = 226
die_y_um = 354
fp_util_pct = 50.7

[synth]
ys_cells = 5287
synth-edff-count = 1335
yosysTopAreaCellShare_pct = 64.6
syn_area_per_cell_sq_um = 11.7
syn_inst = 5287
flop_cell = edfxtp_1
ys_chip_area_sq_um = 62100
synthesis.area_sq_um = 62100
async_reset_ff_share_pct = 2.34
synthTopCellsByArea = edfxtp_1 65%, nand2_1 7.8%, ha_1 2.6%
yosys.area.top_type = edfxtp_1
yosysWarnings = 7529
synth-seq-cells = 1367
synth_cell_types = 97
ys_seq_share_pct = 65.9

[routing]
drt-total-wl_um = 214000
vias_per_cell = 5.92
routed-via-count = 43600
ant_nets = 0
drc = 0
wl_per_cell_um = 29.0
drt-initial-drc-count = 3469
firstDrtPassIters = 6

[worst_setup_path]
arrival_ns = 11.86
r2r_end = register_file.R[11][1]$_SDFFCE_PN0P_
cpMaxStageDelayCell = buf_4
cp.required_ns = 50.00
critPathMostFrequentCell = nor4_1
cp-start-kind = flop
slowest_delay_ns = 0.59
reg2regPathDepth = 28
cp-end-kind = output pin
timing.rr.start = program_counter.pc[2]$_DFF_PN0_
crit_type = reg2out
worstPathMaxFanout = 41
reg2reg_slack_ns = 51.62

[timing]
fmax_mhz = 41.0
slew_headroom_pct = 30.2
timing.final.crit_period_ns = 24.36
rsz0062_at_grt = false
hold_violations = 0
tightestPinTransition_ns = 1.05
setup_violations = 0
fin_setup_tns_ns = 0
finClkSkew_ns = 0.0360
drv_slew = 0
fin_crit_sh_pct = 39.0

[global_route]
antenna_found_initial = 6
grt_pass1_vias = 43400
use_met1_pct = 50.8
grt_use_met3_pct = 21.2
grt_max_degree = 133
grt_first_pass_wirelength_um = 306000
grt_util_met2_pct = 54.3
top_usage_layer = met2
track_usage_pct = 37.7
overflow = 0

[run]
warning_count = 107
max-cap-violations = 0

[hold_path]
hold_depth = 1
hold_class = reg2reg
worst_hold_path.endpoint = program_counter.pc[1]$_DFF_PN0_
min_from = program_counter.pc[1]$_DFF_PN0_

[cts]
clk_pin_slew_ns = 0.07
hold_buffers = 0
clockBufferDepth = 3
htree_levels = 4
cts_buffers = 146
clock_sinks = 1367
post_cts_buffers = 0
cts_resized = 0
clock.latency.late_pin_ns = 0.78
cts_tree = done
clock-root-buffer = clkbuf_16

[placement]
port_buffers = 219
gp_congestion = 1.01
hpwlAfterDp_um = 134000

[finish]
area_growth_syn_to_layout_pct = 15.9
layout-drive-gt1-share_pct = 9.43

[run_status]
status = complete, no violations
-- registers in the layout, summed over array words and instances (netlist names) --
name and count:
store_data.Ram 1024, program_counter.pc 32, register_file.R 311
-- cell usage after synthesis, types with 45 or more instances --
cell / n
o21ai_0: 96
xnor2_1: 65
a311oi_1: 52
edfxtp_1: 1335
ha_1: 128
mux2i_1: 45
a31oi_1: 205
and3_1: 243
clkbuf_1: 192
and2_1: 54
nor2_1: 344
inv_1: 191
nand2_1: 1287
buf_2: 117
a21oi_1: 157
o22ai_1: 56
nand3_1: 92
a22oi_1: 66
-- metal layers --
layer / vias up / routed length [um]
met5: - / 70
met4: 4 / 11500
met3: 469 / 30300
met2: 2460 / 98800
met1: 21000 / 73000
li1: 19700 / -
-- per-stage QoR --
stage / cell area (sq um) / util, % / cells / worst slack (ns) / hold WS (ns)
finish: 71900 / 58.7 / 7361 / 38.14 / 0.514
CTS: 71900 / 58.7 / 7360 / 38.30 / 0.515
detailed placement: 67400 / 55.0 / 7105 / 39.15 / 0.500
floorplan: 62500 / - / 5408 / 41.35 / 0.428
global placement: 67400 / 55.0 / 7105 / 39.33 / 0.494
global route: 71900 / 58.7 / 7361 / 37.49 / 0.523
-- layout by cell type (no fill, tap or decap), types with 27 or more instances in the layout --
| master | count |
|---|---|
| a21oi_1 | 144 |
| a221oi_1 | 36 |
| a22oi_1 | 65 |
| a311oi_1 | 52 |
| a31oi_1 | 203 |
| and2_1 | 54 |
| and3_1 | 243 |
| buf_4 | 216 |
| clkbuf_1 | 32 |
| clkbuf_16 | 149 |
| clkdlybuf4s50_1 | 218 |
| clkinv_1 | 32 |
| conb_1 | 123 |
| dfrtp_1 | 32 |
| edfxtp_1 | 1335 |
| ha_1 | 128 |
| inv_1 | 188 |
| mux2i_1 | 43 |
| nand2_1 | 1285 |
| nand3_1 | 92 |
| nor2_1 | 302 |
| nor2_4 | 34 |
| nor3_1 | 42 |
| o21ai_0 | 89 |
| o22ai_1 | 56 |
| xnor2_1 | 65 |
| xor2_1 | 27 |
-- kinds of logic (layout without fill, tap and decap cells) --
group	count (synthesis)	in the layout	synth area share (%)
AND-OR/OR-AND	865	865	9.41
XOR/XNOR	92	92	1.30
adder cells (fa/ha/maj)	159	159	3.32
buffers and inverters	566	893	3.77
flip-flops	1367	1367	65.9
multiplexers	63	63	1.09
other	2	124	0.0121
AND/OR/NAND/NOR	2173	2173	15.2
-- how the worst max path moves through the flow --
stage	cells after the start	endpoint	start
4_1_cts	34	nextpc[30]	program_counter.pc[2]$_DFF_PN0_
5_1_grt	37	nextpc[30]	program_counter.pc[2]$_DFF_PN0_
6_report	36	nextpc[30]	program_counter.pc[2]$_DFF_PN0_
-- worst max-delay path, delay by kind of cell, from the launching register on --
family | cells | cell delay (ns)
simple gates | 11 | 2.80
fa+ha+maj | 3 | 1.10
buf+inv | 6 | 2.17
compound gates | 12 | 3.43
xor+xnor | 2 | 0.38
flops | 1 | 0.43
mux | 2 | 0.72
-- cell type report --
type	count	area [sq um]
Multi-Input combinational cell	3475	19800
Timing Repair Buffer	439	3890
Fill cell	9692	50600
Sequential cell	1367	40900
Tap cell	1625	2030
Clock buffer	182	3860
Antenna cell	1	2.50
Inverter	199	763
Clock inverter	73	694
